===== /design/flow/run.sh =====
#!/bin/bash
# OpenROAD 26Q1-2900-gdf79404cd8, Yosys 0.63+post, stock flow scripts
make -C /OpenROAD-flow-scripts/flow DESIGN_CONFIG=/design/flow/config.mk WORK_HOME=/design/flow/orfs finish

===== /design/flow/constraint.sdc =====
current_design alu

set clk_period 5.3
set clk_io_pct 0.2

create_clock -name clk0 -period $clk_period [get_ports {clk}]

set non_clock_inputs [all_inputs -no_clocks]
set_input_delay [expr $clk_period * $clk_io_pct] -clock clk0 $non_clock_inputs
set_output_delay [expr $clk_period * $clk_io_pct] -clock clk0 [all_outputs]

===== /design/flow/design.v =====
module alu( clk, operand_a, operand_b, opcode, result);
    parameter DATA_WIDTH = 8;
    input clk;
    input[DATA_WIDTH-1:0]operand_a,operand_b;
    input [3:0] opcode;
    output reg[DATA_WIDTH-1:0] result;
  always@(posedge clk)
    begin
     case(opcode)
        4'b0000:  
           result <= operand_a + operand_b ; 
        4'b0001:  
           result <= operand_a - operand_b;
        default: result <= 8'bx; 
     endcase
    end
endmodule

===== /design/flow/config.mk =====
export PLATFORM = sky130hd
export DESIGN_NAME = alu
export DESIGN_NICKNAME = alu
export VERILOG_FILES = /design/flow/design.v
export SDC_FILE = /design/flow/constraint.sdc
export NUM_CORES = 4
export LEC_CHECK = 1
export CORE_AREA = 10 10 71 71
export DIE_AREA = 0 0 81 81

==> CHANGELOG.md <==
### Changed

* Lkg Pwr at 0.000416 uW
* Wire per inst at 10.5 um
* Hold Path Class: in2reg
* Root Buffer: clkbuf_8
* Synth Instances at 66
* Max reg flops at 8
* DRT Pass-1 Iters at 4
* Slew headroom at 69.9%
* Die height at 81 um
* Max-Cap Viols at 0
* DIE AREA at 6560 um^2
* Final Hold Vio Count at 0
* Minimum clock period at 3.30 ns
* Hold Slack at 1.49 ns
* Cts bufs inserted at 3
* Antenna cells at 0
* Max stage delay on crit path at 0.49 ns
* Fillers at 373
* Largest net degree at the start of global routing at 8
* Post-synthesis cell area at 639 um^2
* Port Buffers at 28
* CTS resizes at 0
* Largest regs: result (8)
* Netlist cell types at 25
* Global-route wire length before repair at 2370 um
* Layout cells sized above 1 at 11.3%
* Seq/Total Area, Yosys at 25.0%
* Initial antenna violation count at 0
* Worst IR Drop VDD at 0.0627 mV
* Critical path class: in2reg
* Yosys Warn Count at 1
* Setup TNS at 0 ns
* Post-detail-place hpwl at 1340 um
* Data arrival, critical path at 3.45 ns
* F_max at 0.303 GHz
* Post-layout power at 260 uW
* Register Area at 160 um^2
* Reg with most FFs: result
* Gr usage total at 4.47%
* Worst path bufs/invs at 1
* Bufs on Longest Clock Path at 2
* Hold_buf cts at 0
* # H-tree levels at 1
* Crit Path Max Fanout at 7
* Worst-margin pin slew at 0.450 ns
* Die Wd at 81 um
* CP Launch Type: input pin
* GRT overflow at 0
* Logic area at 445 um^2
* WHS Path Cells at 4
* Placer Congestion at 0.711
* Clock slew at the register clock pins of the worst setup and hold paths at 0.04 ns
* Ys cells at 66
* Final WS setup at 2.00 ns
* Routed WL at 1520 um
* Vias in the first global route at 548
* Area reported by Yosys stat at 639 um^2
* Ys flops at 8
* I/O pin count at 29
* DRC at 0
* ANT nets after route at 0
* Tool warning count at 25
* Cell Rows at 22
* Tcrit/Tclk final at 62.3%
* Core Util at FP at 17.6%
* Average cell area after synthesis at 9.69 um^2
* Via count at 550
* Status: finished clean
* Via density per instance at 3.79
* Highest-delay cell along the critical path: nor4b_4
* Initial DRC Count at 17
* RSZ-0062 raised after global routing: false
* Setup violations, final at 0
* CTS tree: yes
* Post-CTS Setup Bufs at 0
* Critical Path RT at 5.45 ns
* Synthesis-to-layout area growth at 59.7%
* CP Capture Type: flop
* Top delay family on crit path: simple AND/OR/NAND/NOR gates
* Core box area at 3630 um^2
* Crit-path cells: clkdlybuf4s50_1 -> nor4b_4 -> mux2i_1 -> ha_1 -> nor2b_1 -> o2111ai_1 -> nand3_1 -> o41ai_2 -> xnor2_1
* Worst hold endpoint: result[0]$_DFF_P_
* CTS sink cnt at 8
* Hold Startpoint: operand_a[0]
* DP Worst Slack at 1.75 ns
* Power density over the cells at 255 nW/um^2
* Max-slew violation count at 0
[how the worst max path moves through the flow]
stage / start / end / slack [ns] / depth (start not counted)
4_1_cts: opcode[1] / result[7]$_DFF_P_ / 1.98 / 9
5_1_grt: opcode[1] / result[7]$_DFF_P_ / 1.85 / 9
6_report: opcode[1] / result[7]$_DFF_P_ / 2.00 / 9
[cells in the final DEF, fill, tap and decap left out]
cell and n:
clkdlybuf4s50_1 28, xnor2_1 10, inv_1 9, ha_1 8, dfxtp_1 8, nor2_1 7, clkbuf_8 3, nor3_2 2
a31oi_1 2, a21oi_1 2, nand3_1 2, nor4b_4 1, mux2i_1 1, xor2_2 1, a31oi_2 1, xnor2_2 1
nor2b_1 1, o2111ai_1 1, nand2_1 1, nor3_1 1, o41ai_2 1, a21o_1 1, a21oi_2 1, o21bai_1 1
o21a_1 1, xor2_1 1, fa_1 1
[cell families after synthesis]
kind of cell | synth area share, %
AND/OR/NAND/NOR | 14.9
XOR/XNOR | 20.2
AND-OR/OR-AND | 14.3
buffers and inverters | 5.28
adder cells (fa/ha/maj) | 18.8
flip-flops | 25.0
multiplexers | 1.57
[where the power goes]
part	leakage (uW)	internal [uW]	switching [uW]	total [uW]
Sequential	0.0000675	78.4	3.90	82.3
Clock	0.0000216	49.0	21.3	70.2
Combinational	0.000327	70.6	37.3	108
[synth_stat cells]
master,instances,area share [%]
o21bai_1,1,1.2
a31oi_2,1,2.0
nand2_1,1,0.59
nor3_1,1,0.78
mux2i_1,1,1.6
fa_1,1,3.1
dfxtp_1,8,25
a31oi_1,2,2.0
a21oi_1,2,1.6
nor2_1,7,4.1
nand3_1,2,1.6
nor4b_4,1,3.7
nor3_2,2,3.1
o21a_1,1,1.2
ha_1,8,16
nor2b_1,1,0.98
xor2_1,1,1.4
o41ai_2,1,2.5
inv_1,9,5.3
xnor2_1,10,14
a21o_1,1,1.2
xnor2_2,1,2.5
a21oi_2,1,1.4
o2111ai_1,1,1.4
xor2_2,1,2.5
[worst min-delay path: stages]
cell,delay (ns)
clkdlybuf4s50_1,0.40
inv_1,0.06
ha_1,0.12
inv_1,0.03
[metrics by stage]
stage | utilization [%] | cells | cell area (um^2)
floorplan | - | 66 | 639
global placement | 27.0 | 142 | 980
detailed placement | 27.0 | 142 | 980
CTS | 28.1 | 145 | 1020
global route | 28.1 | 145 | 1020
finish | 28.1 | 145 | 1020
[layout make-up]
cell class | count | share of cell area, %
well taps | 48 | 5.88
inverters | 9 | 3.31
flip-flops and latches | 8 | 15.7
clock buffers | 3 | 4.04
multi-input cells | 49 | 43.6
repair buffers | 28 | 27.5
[routing by layer]
layer / wire [um] / GRT usage [%]
met1: 664 / 5.61
met2: 647 / 6.77
met3: 178 / 2.00
met4: 34 / 1.38
met5: 0 / 0
Power figures rest on the tool's default switching activity, not on a simulated workload.
