[./config.mk]
export PLATFORM = sky130hd
export DESIGN_NAME = reg_mem
export DESIGN_NICKNAME = reg_mem
export VERILOG_FILES = /design/flow/design.v
export SDC_FILE = /design/flow/constraint.sdc
export NUM_CORES = 4
export LEC_CHECK = 1
export CORE_UTILIZATION = 30
[./run.sh]
#!/bin/bash
# OpenROAD 26Q1-2900-gdf79404cd8, Yosys 0.63+post, stock flow scripts
make -C /OpenROAD-flow-scripts/flow DESIGN_CONFIG=/design/flow/config.mk WORK_HOME=/design/flow/orfs finish
[./constraint.sdc]
current_design reg_mem

set clk_period 2.3
set clk_io_pct 0.2

create_clock -name clk0 -period $clk_period [get_ports {clk}]

set non_clock_inputs [all_inputs -no_clocks]
set_input_delay [expr $clk_period * $clk_io_pct] -clock clk0 $non_clock_inputs
set_output_delay [expr $clk_period * $clk_io_pct] -clock clk0 [all_outputs]
[./design.v]
`timescale 1ns / 1ps
module reg_mem (addr, data_in, wen, clk, data_out);
    parameter DATA_WIDTH = 8;  
    parameter ADDR_BITS = 5;  
    input [ADDR_BITS-1:0] addr;
    input [DATA_WIDTH-1:0] data_in;
    input wen;
    input clk;
    output [DATA_WIDTH-1:0] data_out;
    reg [DATA_WIDTH-1:0] data_out;
    reg [DATA_WIDTH-1:0] mem_array [(2**ADDR_BITS)-1:0];
    always @(posedge clk) begin
        if (wen) begin  
            mem_array [addr] <= data_in;
            data_out <= #(DATA_WIDTH)'b0;
        end
        else begin  
            data_out <= mem_array[addr];
        end
    end
endmodule
==> summary.json <==
{
  "power": {
    "sw_frac_of_total_pct": 21.0,
    "p_leak_nw": 4.33,
    "power_density_nw_per_um2": 785,
    "share_seq_of_total_power_pct": 55.0,
    "cellInternalPower_w": 0.00771,
    "netSwitchingPower_w": 0.00205,
    "combinationalPowerShare_pct": 5.6,
    "ir_worst_vdd_v": 0.000464,
    "clock_power_share_pct": 39.4
  },
  "timing": {
    "peak_freq_mhz": 492,
    "setup_ws_ps": 268,
    "tightest_slew_ps": 523,
    "rsz_0062_raised_after_global_routing": "no",
    "tns_ps": 0,
    "max_transition_margin_pct": 64.8,
    "timing.final.crit_period_ps": 2030,
    "hold_violations": 0,
    "report.final.slew_viol_count": 0,
    "fin_crit_sh_pct": 88.4,
    "post_route_clock_skew_ps": 13.2,
    "setup_viol_count_final": 0
  },
  "logic_synthesis": {
    "synth_cells": 577,
    "netlist_area_um2": 10300,
    "synth_area_per_cell_um2": 17.8,
    "synth-cells-yosys": 577,
    "yosys-stat-area_um2": 10300,
    "seq_area_frac_synth_pct": 76.5,
    "yosysWarnings": 1,
    "yosysUniqueCellTypes": 26,
    "ys.flops": 264
  },
  "detailed_routing": {
    "detail_route.wl_per_cell_um": 19.5,
    "ant_nets": 0,
    "drt-pass1-iter-count": 5,
    "route.final.wire_length_mm": 22.6,
    "drt-vias-per-instance": 4.76,
    "antenna-diode-count": 0,
    "num_vias": 5529,
    "drc": 0,
    "drt_first_iter_violations": 461
  },
  "clock_network": {
    "path_clk_slew_ps": 60,
    "cts_setup_buffers": 0,
    "tritoncts": "done",
    "cts_htree_levels": 1,
    "clock-sinks": 264,
    "cts_buffer_depth": 3,
    "cts-hold-fix-buffers": 0,
    "cts-root-buf": "sky130_fd_sc_hd__clkbuf_16",
    "cts_buffers": 27,
    "clock_latency_ps": 540,
    "cts-resized-gates": 0
  },
  "global_routing": {
    "first_pass_grt_wire_length_mm": 34.5,
    "antenna_found_initial": 0,
    "grt.total_usage_pct": 14.0,
    "gr-total-overflow": 0,
    "grt_start_max_net_pins": 35,
    "first_global_vias": 5701
  },
  "floorplanning": {
    "die_height_um": 187,
    "core.rowCount": 67,
    "floorplan.die.width_um": 187,
    "io_pins": 23,
    "placeableCoreArea_um2": 33600,
    "die_area_um2": 35000,
    "core_util_floorplan_pct": 30.5
  },
  "layout": {
    "final_layout_size_suffix_gt1_share_pct": 19.9,
    "most_used_cells_in_the_layout_excluding_fill_and_tap_cells": "sky130_fd_sc_hd__edfxtp_1 (256), sky130_fd_sc_hd__mux2i_1 (128), sky130_fd_sc_hd__buf_4 (97)",
    "layout.filler_cells": 3061,
    "final_common_cell": "sky130_fd_sc_hd__edfxtp_1",
    "synthToLayoutAreaGrowth_pct": 21.2
  },
  "place": {
    "detailed_place_hpwl_mm": 15.0,
    "placement.setup.worst_slack_ps": -268,
    "numPortBuffers": 22,
    "finalWeightedCongestion": 0.904
  },
  "flow_run": {
    "max_cap_violations": 0,
    "warning_count": 25
  },
  "critical_path": {
    "path_class": "input pin to flop",
    "cp_data_arrival_time_ps": 2420,
    "endpoint_kind": "flop",
    "critical_path.startpoint_type": "input pin",
    "worst-endpoint-required_ps": 2690,
    "worst_path_maximum_fanout": 9
  },
  "run_status": {
    "run_status": "finished clean"
  },
  "worst_hold_path": {
    "worstHoldPathType": "flop to flop"
  }
}
## cell families after synthesis
kind of cell / count (synthesis) / synth area share [%]
mux: 128 / 12.5
buf+inv: 36 / 2.05
simple gates: 77 / 4.65
flops: 264 / 76.5
compound gates: 72 / 4.35
## final cells by class
type | count | area, um^2 | share of cell area, %
flip-flops and latches | 264 | 7850 | 63.1
multi-input cells | 277 | 2200 | 17.7
well taps | 448 | 561 | 4.51
repair buffers | 124 | 1050 | 8.44
clock buffers | 31 | 691 | 5.55
clock inverters | 17 | 83.8 | 0.674
## critical path, stage by stage
cell,delay (ps)
sky130_fd_sc_hd__clkdlybuf4s50_1,450
sky130_fd_sc_hd__buf_4,160
sky130_fd_sc_hd__buf_4,130
sky130_fd_sc_hd__nand4bb_1,280
sky130_fd_sc_hd__buf_4,190
sky130_fd_sc_hd__o22ai_1,120
sky130_fd_sc_hd__nor4_1,480
sky130_fd_sc_hd__a21oi_1,140
## power by group through the flow
stage,Clock [W],Combinational [W],Sequential [W]
CTS,0.00393,0.000555,0.00537
global route,0.00411,0.000594,0.00537
finish,0.00385,0.000549,0.00537
## synthesized netlist by cell type, drive strengths merged
cell	n	area share [%]
dfxtp	8	1.6
nand2	2	0.073
nand3	2	0.098
o22ai	64	4.0
nor4	16	0.98
buf	28	1.7
or4	1	0.073
or3b	3	0.26
or4b	4	0.50
clkbuf	8	0.30
nor2	29	1.1
nor3	4	0.20
nand3b	4	0.29
or3	1	0.061
a21oi	8	0.39
mux2i	128	12
edfxtp	256	75
nand4b	4	0.34
nand4	1	0.061
nand4bb	6	0.66
## state kept, by name, indices dropped and copies added (netlist names)
signal,cells
mem_array,256
data_out,8
## routing by layer
metal / global-route usage (%) / wire, um / up-vias
met1: 20.0 / 9410 / 2734
li1: - / - / 2570
met4: 3.18 / 608 / 0
met3: 5.36 / 2010 / 34
met5: 0 / 0 / -
met2: 21.3 / 10600 / 191
## metrics by stage
| stage | total power, W | hold WS, ps | std cells | area (um^2) | utilization, % |
|---|---|---|---|---|---|
| floorplan | 0.00571 | 559 | 577 | 10300 | - |
| global placement | 0.00602 | 757 | 1113 | 11700 | 34.7 |
| detailed placement | 0.00602 | 753 | 1113 | 11700 | 34.7 |
| CTS | 0.00985 | 761 | 1161 | 12400 | 37.0 |
| global route | 0.0101 | 809 | 1161 | 12400 | 37.0 |
| finish | 0.00977 | 761 | 1161 | 12400 | 37.0 |
## worst paths after layout
kind	startpoint	endpoint	slack (ps)	cells past startpoint
worst max-delay path	addr[0]	data_out[6]$_SDFF_PP0_	270	8
worst min-delay path	mem_array[14][1]$_DFFE_PP_	data_out[1]$_SDFF_PP0_	760	4
worst max register to register	mem_array[9][6]$_DFFE_PP_	data_out[6]$_SDFF_PP0_	750	5
worst min register to register	mem_array[14][1]$_DFFE_PP_	data_out[1]$_SDFF_PP0_	760	4
Power is estimated from default activity; no workload was simulated.
